**flow/run.sh**
```bash
#!/bin/bash
# OpenROAD 26Q1-2900-gdf79404cd8, Yosys 0.63+post, stock flow scripts
make -C /OpenROAD-flow-scripts/flow DESIGN_CONFIG=/design/flow/config.mk WORK_HOME=/design/flow/orfs finish
```
**flow/config.mk**
```make
export PLATFORM = sky130hd
export DESIGN_NAME = hana_i2c_clk
export DESIGN_NICKNAME = hana_i2c_clk
export VERILOG_FILES = /design/flow/design.v
export SDC_FILE = /design/flow/constraint.sdc
export NUM_CORES = 4
export LEC_CHECK = 1
export CORE_AREA = 10 10 70 70
export DIE_AREA = 0 0 80 80
```
**flow/constraint.sdc**
```tcl
current_design hana_i2c_clk

set clk_period 1.8
set clk_io_pct 0.2

create_clock -name clk0 -period $clk_period [get_ports {clk_48m}]

set non_clock_inputs [all_inputs -no_clocks]
set_input_delay [expr $clk_period * $clk_io_pct] -clock clk0 $non_clock_inputs
set_output_delay [expr $clk_period * $clk_io_pct] -clock clk0 [all_outputs]
```
**flow/design.v**
```verilog
`timescale 1ns / 1ps
module hana_i2c_clk(
    input clk_48m,
    output reg clk_400k
    );
	localparam clock_div = 7'd120;
	reg [6:0] clk_counter = 7'b0;
	always @(posedge clk_48m)
	begin	
		if (clk_counter == clock_div)
		begin
			clk_counter <= 0;	
			clk_400k <= ~clk_400k;
		end
		else
		begin
			clk_counter <= clk_counter + 1;
		end		
	end
endmodule
```
==> results_slide.txt <==
Physical Implementation Snapshot

Status
  – Status: completed

Clocking
  – CTS root buffer: clkbuf_4
  – Clk Latency, worst-skew pair: 260 ps
  – CTS hold repair buffers: 0
  – Clock sinks: 8
  – Post-cts gate resize count: 0
  – Clock buffer depth: 2
  – CTS tree: done
  – H-tree Lvls: 1
  – CTS buffer count: 3
  – Clock slew at reported path FFs: 60 ps
  – Postcts setup bufs: 0

Route
  – DRT iter0 DRCs: 5
  – Vias/cell: 2.54
  – Number of diodes: 0
  – Vias: 213
  – Routed WL per cell: 5.33 microns
  – TritonRoute pass-1 iters: 2
  – Antenna viol nets, final: 0
  – Final wirelength: 448 microns
  – DRC viols: 0

Final timing
  – Period utilization: 79.4%
  – Worst hold margin: 484 ps
  – Final number of hold-violating endpoints: 0
  – Fin crit period: 1430 ps
  – Unrepaired setup endpoints after global routing: false
  – Rel. slew slack: 74.9%
  – Setup_tns: 0 ps
  – Worst Clk Skew: 12.7 ps
  – Final tally of max-slew violations: 0
  – Setup violators final: 0
  – Fmax: 0.699 GHz
  – Slew at the pin with the worst max-slew slack: 376 ps

Die
  – Die Wd: 80 microns
  – I/O pins: 2
  – Initial Util: 9.71%
  – Die y size: 80 microns
  – Die area: 6400 sq um
  – CORE AREA: 3420 sq um
  – Row count: 21

Power and ir drop
  – Sw Ratio: 18.3%
  – Sequential share of power: 55.6%
  – Switch Pwr: 0.0000593 W
  – Max rail drop VDD: 0.521 mV
  – Internal power: 0.000265 W
  – Clock power share: 44.4%
  – Logic pwr share: 0%
  – PwrDens: 763 nW/um^2
  – Leakage Power: 0.153 nW

Placed design
  – Cells after DPL: 80
  – Port-buffer cells: 1
  – Placed inst area: 399 sq um
  – GP Congestion: 0.708

Setup path
  – Buffers plus inverters on the worst setup path: 1
  – Critical Path Sink: clk_400k
  – Slowest stage delay, CP: 470 ps
  – Reg2reg setup slack: 510 ps
  – Crit path depth: 1
  – CP Max Fanout: 2
  – Crit path DRT: 1440 ps
  – Critical path's slowest cell: clkdlybuf4s50_1
  – R2r endpoint: clk_400k$_DFFE_PN_
  – Worst Setup SP: clk_400k$_DFFE_PN_
  – Top delay family on crit path: buffers and inverters
  – Path depth of the worst reg2reg path: 4
  – Worst-path cell chain: clkdlybuf4s50_1
  – CP endpoint kind: output port
  – Crit Path Class: reg -> out
  – Startpoint types: flip-flop
  – Arrival time at the worst endpoint: 1070 ps
  – Crit Reg-Reg Startpoint: clk_counter[0]$_SDFF_PN0_

Cells and area
  – Register Area: 170 sq um
  – Most frequent cells in the layout: dfxtp_1 (7), nor2_1 (4), inv_1 (3), clkbuf_4 (3)
  – Most frequent logic cell in the layout: dfxtp_1
  – Share of layout cells above drive strength 1: 18.4%
  – Synthesis-to-finish area growth: 28.3%
  – Non-Filler Instances: 84
  – Design area: 425 sq um
  – Multi-input logic area: 150 sq um
  – Number of fill cells: 401

Logic synthesis
  – Mapped Area: 332 sq um
  – Synth Seq Share: 51.3%
  – Warning count from the yosys run: 1
  – Yosys Chip Area: 332 sq um
  – Flops out of synthesis: 8
  – Mapped Cells: 33
  – Cells in synth_stat.txt: 33
  – Synthesized area per cell: 10.0 sq um
  – Cell variety after synth: 16

Global route
  – Initial antenna violation count: 0
  – GR Layer Usage met2: 1.61%
  – Largest net degree at the start of global routing: 9
  – First-pass GRT wire length: 786 microns
  – Gr busiest metal: met1
  – Overall routing resource usage: 1.61%
  – GR Layer Usage met3: 1.70%
  – Met1 Usage GRT: 2.22%
  – Number of global-route vias before repair: 183
  – GRT overflow: 0

Run
  – Max cap viols: 0
  – Count of tool warnings: 26

Hold path
  – Hold Crit Start: clk_counter[0]$_SDFF_PN0_
  – Hold Path Class: reg -> reg
[cell families (layout without fill, tap and decap cells)]
logic type               after synthesis  in the layout  share of synthesized area [%]
AND/OR/NAND/NOR                       13             13                           21.5
XOR/XNOR                               3              3                           7.93
adder cells (fa/ha/maj)                2              2                           7.55
flip-flops                             8              8                           51.3
buffers and inverters                  3              8                           3.40
AND-OR/OR-AND                          4              4                           8.30
[layout make-up]
class	instances	share of cell area, %
sequential	8	40.0
timing repair buffer	1	2.35
tap	46	13.5
clock buffer	4	6.18
multi-input combinational	22	35.3
inverter	3	2.65
[registers in the layout, indices dropped and copies added, names as in the netlist]
register / count
clk_counter: 7
clk_400k: 1
[synth_stat cells]
| library cell | instances | area (sq um) |
|---|---|---|
| o21ai_0 | 2 | 10.0 |
| xnor2_1 | 1 | 8.76 |
| xor2_1 | 2 | 17.5 |
| nor2b_1 | 1 | 6.26 |
| edfxtp_1 | 1 | 30.0 |
| dfxtp_1 | 7 | 140 |
| inv_1 | 3 | 11.3 |
| or3_1 | 2 | 12.5 |
| nand3_2 | 1 | 10.0 |
| nor2_2 | 1 | 6.26 |
| ha_1 | 2 | 25.0 |
| a21oi_2 | 2 | 17.5 |
| nor2_1 | 4 | 15.0 |
| nand3_1 | 1 | 5.00 |
| nand2_1 | 2 | 7.51 |
| nand4b_1 | 1 | 8.76 |
[worst register-to-register path, cell delays in order (launching register included)]
cell and delay, ps:
dfxtp_1 340, inv_1 70, ha_1 140, nand4b_1 100, nor2_2 320
[power groups by stage]
stage	registers [W]	clock network, W	logic, W
6_report	0.000180	0.000144	0.0000000000702
5_1_grt	0.000180	0.000167	0.0000000000702
4_1_cts	0.000180	0.000151	0.0000000000702
[layer usage]
layer  vias up  share of wire [%]
met5         -                  0
met4         0                  0
met3         0                 13
met2         5                 32
met1        89                 55
li1        119                  -
[stage by stage]
step           setup WS, ps  power [W]  utilization, %
2_1_floorplan           622   0.000184               -
3_3_place_gp            541   0.000184            11.7
3_5_place_dp            517   0.000184            11.7
4_1_cts                 343   0.000332            12.5
5_1_grt                 314   0.000347            12.5
6_report                370   0.000324            12.5
[worst min-delay path by stage]
stage / endpoint / slack [ps] / cells after the start
final: clk_counter[0]$_SDFF_PN0_ / 480 / 1
after global routing: clk_counter[6]$_SDFF_PN0_ / 530 / 2
after CTS: clk_counter[0]$_SDFF_PN0_ / 500 / 1
Power is estimated from default activity; no workload was simulated.
